==> /design/flow/design.v <==
module APB_Master #(
    parameter integer DATA_WIDTH=32,
    parameter integer ADDR_WIDTH=10,
    parameter integer NO_SLAVES=2,
    parameter integer BYTES_PER_WORD=DATA_WIDTH/8
) (
    input  wire                      pclk,
    input  wire                      preset_n,
    input  wire                      requester_transfer,
    input  wire [ADDR_WIDTH-1:0]     requester_address,
    input  wire [2:0]                requester_protection,
    input  wire [NO_SLAVES-1:0]      requester_select,
    input  wire                      requester_read_write,
    input  wire [DATA_WIDTH-1:0]     requester_write_data,
    input  wire [BYTES_PER_WORD-1:0] requester_strobe,
    input  wire                      pready,
    input  wire [DATA_WIDTH-1:0]     prdata,
    input  wire                      pslverr,
    output reg  [ADDR_WIDTH-1:0]     paddr,
    output reg  [2:0]                pprot,
    output reg  [NO_SLAVES-1:0]      psel,
    output reg                       penable,
    output reg                       pwrite,
    output reg  [DATA_WIDTH-1:0]     pwdata,
    output reg  [BYTES_PER_WORD-1:0] pstrb,
    output reg  [DATA_WIDTH-1:0]     slave_read_data,
    output reg                       slave_error,
    output reg                       slave_data_ready
);
    typedef enum logic [1:0] { IDLE, SETUP, ACCESS } state_e;
    state_e cs, ns;
    assign slave_data_ready = pready;
    assign slave_read_data  = prdata;
    assign slave_error      = pslverr;
    always @(posedge pclk) begin
        if (~preset_n) begin
            cs <= IDLE;
        end
        else begin
            cs <= ns;
        end
    end
    always_comb begin
        ns = cs;
        case (cs)
            IDLE: begin
                if (requester_transfer) begin
                    ns = SETUP;
                end
            end
            SETUP: begin
                ns = ACCESS;
            end
            ACCESS: begin
                if (pready) begin
                    ns = requester_transfer ? SETUP : IDLE;
                end
            end
            default: begin
                ns = IDLE;
            end
        endcase
    end
    always @(posedge pclk) begin
        if (~preset_n) begin
			paddr   <= 0;
			pprot   <= 0;
			psel    <= 0;
			penable <= 0;
			pwrite  <= 0;
            pwdata  <= 0;
			pstrb   <= 0;
        end
        else begin
            case (ns)
                IDLE: begin
                    psel    <= 0;
                    penable <= 0;
                end
                SETUP: begin
                    paddr   <= requester_address;
                    pprot   <= requester_protection;
                    psel    <= requester_select;
                    penable <= 0;
                    pwrite  <= requester_read_write;
                    pwdata  <= requester_write_data;
                    pstrb   <= requester_strobe;
                end
                ACCESS: begin
                    penable <= 1;
                end
                default: begin
                    paddr   <= 0;
                    pprot   <= 0;
                    psel    <= 0;
                    penable <= 0;
                    pwrite  <= 0;
                    pstrb   <= 0;
                end
            endcase
        end
    end
endmodule
==> /design/flow/run.sh <==
#!/bin/bash
# OpenROAD 26Q1-2900-gdf79404cd8, Yosys 0.63+post, stock flow scripts
make -C /OpenROAD-flow-scripts/flow DESIGN_CONFIG=/design/flow/config.mk WORK_HOME=/design/flow/orfs finish
==> /design/flow/config.mk <==
export PLATFORM = sky130hd
export DESIGN_NAME = APB_Master
export DESIGN_NICKNAME = APB_Master
export VERILOG_FILES = /design/flow/design.v
export SDC_FILE = /design/flow/constraint.sdc
export NUM_CORES = 4
export LEC_CHECK = 1
export CORE_UTILIZATION = 30
==> /design/flow/constraint.sdc <==
current_design APB_Master

set clk_period 5.7
set clk_io_pct 0.2

create_clock -name clk0 -period $clk_period [get_ports {pclk}]

set non_clock_inputs [all_inputs -no_clocks]
set_input_delay [expr $clk_period * $clk_io_pct] -clock clk0 $non_clock_inputs
set_output_delay [expr $clk_period * $clk_io_pct] -clock clk0 [all_outputs]
==> impl_metrics.yaml <==
# physical design summary
clock_tree:
  clock-sinks: 56
  root_buffer: "sky130_fd_sc_hd__clkbuf_8"
  ctsLongestPathBuffers: 2
  post_cts_hold_buffer_count: 0
  clock_tree_from_tritoncts: "built"
  clkLatencyLatePin_ps: 310
  tritoncts.num_buffers: 5
  post-cts-setup-buffers: 0
  h-tree-depth: 2
  worst_setup_hold_path_clk_slew_ps: 90
  cts.repair.resized: 0
finish:
  layout-drive-gt1-share: 0.0478
  syn_to_final_growth_pct: 45.2
  seq_area_um2: 1120
  fillerInstances: 654
  layout.area.comb_um2: 754
pwr:
  p_leak_nw: 1.14
  peakVddDrop_v: 0.000100
  power.density_nw_per_um2: 254
route:
  drt-initial-drc-count: 95
  drc: 0
  drt-wirelength-per-cell_um: 12.2
  detail_route.wirelength.met1_mm: 2.22
  top_layer: "met4"
  vias: 1840
  ant_nets: 0
  detail_route.antenna_diodes: 0
  drtPass1Iterations: 4
  drt-total-wl_mm: 5.02
  total_length_of_routed_met2_wires_mm: 2.10
  vias_per_cell: 4.49
  wl_met3_um: 636
placed_design:
  preCtsSetupSlack_ps: 2300
  hpwl_after_detailed_placement_mm: 3.51
  finalWeightedCongestion: 0.778
  port_buffers: 109
logic_synthesis:
  ys_cells: 246
  ys_chip_area_um2: 2210
  synth_flop_count: 56
  post_synth_inst_count: 246
  post_synthesis_cell_area_um2: 2210
  sequential_to_total_area_share_from_yosys_stat: 0.506
  async_reset_ff_frac: 0
  avgSynthCellArea_um2: 9.00
  yosys.cell_types.count: 21
  edf_count: 0
  synth_top_flop_cell: "sky130_fd_sc_hd__dfxtp_1"
  synthDominantCellAreaShare: 0.506
  yosys.area.top_type: "sky130_fd_sc_hd__dfxtp_1"
  yosysWarnings: 4
  netlist_top_cells_area: "sky130_fd_sc_hd__dfxtp_1 (51%), sky130_fd_sc_hd__buf_4 (13%), sky130_fd_sc_hd__a22o_1 (7.5%), sky130_fd_sc_hd__nand3_1 (7.2%), sky130_fd_sc_hd__o21ai_0 (7.0%)"
  synth_dominant_cell_count: "sky130_fd_sc_hd__dfxtp_1"
  common_cells: "sky130_fd_sc_hd__dfxtp_1 (56), sky130_fd_sc_hd__buf_4 (37), sky130_fd_sc_hd__nand2_1 (37)"
final_timing:
  rsz0062_at_grt: "no"
  period_needed_ps: 3340
  finalCritPeriodShare: 0.587
  worst_pin_slew_ps: 811
  worst_slack_ps: 2360
  worst_clock_skew_ps: 7.77
  timing_max_transition_violations_final: 0
  worst_slew_margin_rel: 0.459
  max_freq_mhz: 299
  endpoints_failing_setup: 0
  setup-tns-final_ps: 0
  final-hold-violation-count: 0
global_routing:
  grt_pass1_vias: 1606
  antenna_violations_before_repair: 0
  gr-total-overflow: 0
  global_route_usage_over_all_layers: 0.122
  maximum_number_of_pins_on_one_net_before_global_route_repair: 71
  wire_length_of_the_first_global_routing_pass_mm: 7.40
die:
  design.portCount: 176
  fp.coreArea_um2: 6940
  die_area_um2: 7730
  fp_util: 0.319
  die-height_um: 87.9
  placementRows: 30
  die-width_um: 87.9
min_path:
  whs_endpoint: "pwdata[31]$_SDFFE_PN0N_"
  min_path_type: "flip-flop to flip-flop"
  timing.hold.worst.start: "pwdata[31]$_SDFFE_PN0N_"
  whs_path_depth: 2
critical_path:
  path_buffers: 2
  r2r.worst_path.cells: 5
  cell_type_group_with_the_largest_total_delay_on_the_critical_path: "buffers and inverters"
  path_common_cell: "sky130_fd_sc_hd__clkdlybuf4s50_1"
  rr_startpoint: "cs[1]$_DFF_P_"
  timing.critical_path.cells: "clkdlybuf4s50_1, clkdlybuf4s50_1"
  cpMaxStageDelayCell: "sky130_fd_sc_hd__clkdlybuf4s50_1"
  path_max_fanout: 7
  endpoint_kind: "output port"
  classification_of_the_worst_setup_path: "primary input to output port"
  data_arrival_critical_path_ps: 2200
  worst_setup_path_start_kind: "primary input"
  critical_path_depth: 2
  cpPeakStageDelay_ps: 570
  required_ps: 4560
  worstReg2RegEnd: "pwdata[30]$_SDFFE_PN0N_"
  r2r_slack_ps: 3680
run_status:
  outcome: "finished, final reports clean"
job:
  cap_viol_max_count: 0
  log.warning_count: 25
[placed cells by master (no fill, tap or decap)]
cell                              synthesis  routed
sky130_fd_sc_hd__dfxtp_1                 56      56
sky130_fd_sc_hd__clkbuf_8                 0       5
sky130_fd_sc_hd__nor2b_1                  3       3
sky130_fd_sc_hd__buf_4                   37       3
sky130_fd_sc_hd__a21oi_1                  3       3
sky130_fd_sc_hd__clkdlybuf4s50_1          0     108
sky130_fd_sc_hd__mux2_2                   1       1
sky130_fd_sc_hd__buf_2                    5       1
sky130_fd_sc_hd__a22o_1                  19      19
sky130_fd_sc_hd__nand2b_1                 1       1
sky130_fd_sc_hd__nor2_1                   1       1
sky130_fd_sc_hd__bufinv_16                0       1
sky130_fd_sc_hd__nand3_1                 32      32
sky130_fd_sc_hd__o21ai_1                  5       5
sky130_fd_sc_hd__o21ai_0                 31      31
sky130_fd_sc_hd__nor3_2                   0       1
sky130_fd_sc_hd__nor3b_1                  1       1
sky130_fd_sc_hd__clkinv_2                 0       1
sky130_fd_sc_hd__o21a_1                   1       1
sky130_fd_sc_hd__nand2_1                 37      37
sky130_fd_sc_hd__clkinvlp_4               0       1
sky130_fd_sc_hd__mux2i_1                  1       1
sky130_fd_sc_hd__nor3b_4                  1       1
[worst max-delay path by stage]
| stage | startpoint | end | slack (ps) |
|---|---|---|---|
| 4_1_cts | pready | slave_data_ready | 2350 |
| 5_1_grt | pready | slave_data_ready | 2310 |
| 6_report | pready | slave_data_ready | 2360 |
[layout make-up]
class | instances | area share
flip-flops and latches | 56 | 0.349
clock buffers | 5 | 0.0214
clock inverters | 3 | 0.0132
well taps | 96 | 0.0374
repair buffers | 112 | 0.345
multi-input cells | 138 | 0.235
[metrics by stage]
step | hold slack, ps | total power [W] | utilization | area (um^2) | instances
floorplan | 414 | 0.000492 | - | 2210 | 246
global placement | 435 | 0.000569 | 0.447 | 3100 | 402
detailed placement | 446 | 0.000570 | 0.447 | 3100 | 402
CTS | 460 | 0.000832 | 0.463 | 3220 | 410
global route | 470 | 0.000863 | 0.463 | 3220 | 410
finish | 455 | 0.000817 | 0.463 | 3220 | 410
[registers in the layout, indices dropped and copies added, names as in the netlist]
name and flops:
paddr 10, cs 3, pwrite 1, pwdata 32, pprot 3, pstrb 4
penable 1, psel 2
[per-layer routing]
layer,global-route usage,vias to the layer above
met5,0,-
met3,0.0468,10
met4,0.0224,0
met2,0.195,85
li1,-,940
met1,0.162,805
[report_power, final]
part	total (W)	switching [W]	internal [W]
Combinational	0.000130	0.0000423	0.0000879
Sequential	0.000429	0.0000131	0.000416
Clock	0.000257	0.000127	0.000130
Total	0.000817	0.000182	0.000634
[cells by family (layout without fill, tap and decap cells)]
logic type,Yosys count,count (layout),share of synthesized area
simple gates,77,77,0.162
compound gates,59,59,0.167
flops,56,56,0.506
buf+inv,52,120,0.155
mux,2,2,0.00960
[worst min-delay path: cells and delay by family (launching register included)]
| kind | cells | cell delay, ps |
|---|---|---|
| DFF | 1 | 320 |
| and+or+nand+nor | 1 | 50 |
| AOI/OAI and AO/OA | 1 | 50 |
Power and IR drop assume default switching activity.
