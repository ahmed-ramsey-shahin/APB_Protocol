==> design/flow/design.v <==
module APB_Slave #(
    parameter integer DATA_WIDTH=32,
    parameter integer ADDR_WIDTH=10,
    parameter integer BYTES_PER_WORD=DATA_WIDTH/8
) (
    input  wire                      pclk,
    input  wire                      preset_n,
    input  wire [ADDR_WIDTH-1:0]     paddr,
    input  wire [2:0]                pprot,
    input  wire                      psel,
    input  wire                      penable,
    input  wire                      pwrite,
    input  wire [DATA_WIDTH-1:0]     pwdata,
    input  wire [BYTES_PER_WORD-1:0] pstrb,
    input  wire                      completer_data_valid,
    input  wire [DATA_WIDTH-1:0]     completer_read_data,
    input  wire                      completer_error,
    output reg  [ADDR_WIDTH-1:0]     slave_address,
    output reg  [2:0]                slave_protection,
    output reg                       slave_read_write,
    output reg  [DATA_WIDTH-1:0]     slave_write_data,
    output reg  [BYTES_PER_WORD-1:0] slave_strobe,
    output reg                       pready,
    output reg  [DATA_WIDTH-1:0]     prdata,
    output reg                       pslverr,
    output reg                       slave_data_ready
);
    always @(posedge pclk) begin
        if (~preset_n) begin
			slave_address     <= 0;
			slave_protection  <= 0;
			slave_read_write  <= 0;
			slave_write_data  <= 0;
			slave_strobe      <= 0;
			pready            <= 0;
			prdata            <= 0;
			pslverr           <= 0;
			slave_data_ready <= 0;
        end
        else begin
            if (psel && !penable) begin
                pready            <= 0;
                slave_data_ready <= 0;
            end
            else if (psel && penable) begin
                slave_address     <= paddr;
                slave_protection  <= pprot;
                slave_read_write  <= pwrite;
                slave_write_data  <= pwdata;
                slave_strobe      <= pstrb;
                slave_data_ready <= 1;
                if (completer_data_valid) begin
                    pready  <= 1;
                    pslverr <= completer_error;
                end
                if (!pwrite) begin
                    prdata  <= completer_read_data;
                end
            end
        end
    end
endmodule
==> design/flow/run.sh <==
#!/bin/bash
# OpenROAD 26Q1-2900-gdf79404cd8, Yosys 0.63+post, stock flow scripts
make -C /OpenROAD-flow-scripts/flow DESIGN_CONFIG=/design/flow/config.mk WORK_HOME=/design/flow/orfs finish
==> design/flow/config.mk <==
export PLATFORM = sky130hd
export DESIGN_NAME = APB_Slave
export DESIGN_NICKNAME = APB_Slave
export VERILOG_FILES = /design/flow/design.v
export SDC_FILE = /design/flow/constraint.sdc
export NUM_CORES = 4
export LEC_CHECK = 1
export CORE_UTILIZATION = 50
==> design/flow/constraint.sdc <==
current_design APB_Slave

set clk_period 3.3
set clk_io_pct 0.2

create_clock -name clk0 -period $clk_period [get_ports {pclk}]

set non_clock_inputs [all_inputs -no_clocks]
set_input_delay [expr $clk_period * $clk_io_pct] -clock clk0 $non_clock_inputs
set_output_delay [expr $clk_period * $clk_io_pct] -clock clk0 [all_outputs]
==> out/qor.yml <==
sta:
  final.setup.tns_ns: 0
  fin_ws_ns: 1.46
  finalClockPeriodUsage: 0.557
  slew_violations: 0
  hold_viol: 0
  fin_skew_ns: 0
  slew_headroom: 0.644
  setup_viol_count_final: 0
  fin_crit_ns: 1.84
  fmax_ghz: 0.544
  worst_slew_pin_slew_ns: 0.534
  whs_ns: 0.459
  rsz0062_at_grt: "false"
global_routing:
  grt_pass1_vias: 2956
  grt_max_degree: 56
  antenna_found_initial: 0
  grt_pass1_wl_um: 13300
  grt_overflow: 0
  grt_usage: 0.228
die:
  pin_count: 173
  coreArea_um2: 6830
  die_area_um2: 7480
  fp-row-count: 30
  die_h_um: 86.5
  initial_core_util: 0.523
  dieWidth_um: 86.5
worst_setup_path:
  cp-end-kind: "register"
  arrival_ns: 2.11
  r2r-start: "slave_write_data[9]"
  crit_fanout: 55
  rrSetupSlack_ns: 2.55
  critPathRequiredTime_ns: 3.58
  crit_path_start_kind: "primary input"
  r2r_cells: 2
  critical_path_class: "in2reg"
  reg2reg_to: "slave_write_data[9]"
min_path:
  hold_class: "reg2reg"
  hp-start: "prdata[17]"
  hold_depth: 2
  min_to: "prdata[17]"
drt:
  dr.first_iter.drc_count: 105
  final_antenna_net_count: 0
  firstDrtPassIters: 4
  num_vias: 3112
  antenna-diode-count: 0
  drcViolationCount: 0
  wl_um: 8210
  avgRoutedWirePerCell_um: 13.0
  routed_via_density: 4.93
yosys:
  yosys_most_used_dff: "dfxtp_1"
  synth_seq_share: 0.477
  netlist_instances: 382
  top_cell: "dfxtp_1"
  ys_sh_adder: 0
  yosysWarnings: 1
  ys_cells: 382
  yosysTopAreaCell: "dfxtp_1"
  yosys_area_um2: 3570
  ys_types: 16
  avgSynthCellArea_um2: 9.35
  ys.flops: 85
  edf_count: 0
  xor_share: 0
  area_leaders: "dfxtp_1, a21bo_2, mux2i_1, a21oi_1, nand3_1"
  synth_top_area_share: 0.477
  synth.area.mux_share: 0.0953
  netlist_area_um2: 3570
  async_flop_share: 0
  top_logic_kind: "AND-OR/OR-AND gates"
  aoi_share: 0.212
  synth-simple-area-share: 0.148
  synthTopCellsByCount: "dfxtp_1, nand2_1, a21oi_1, nand3_1, a21bo_2"
clocking:
  htreeDepth: 3
  postCtsSetupRepairBufs: 0
  post_cts_resize_count: 0
  cts_tree: "built"
  clock_latency_ns: 0.34
  cts_sinks: 85
  clk_pin_slew_ns: 0.08
  ctsHoldBuffers: 0
  cts-root-buf: "clkbuf_8"
  clk_path_buf_depth: 2
  cts_buffers: 9
finish:
  fin_cells: 631
  final_cell_area_um2: 5410
  drive_above_1_share: 0.133
  area_delta_synth_final_pct: 51.4
  final_util: 0.791
placement:
  routabilityCongestion: 0.779
  placed_cell_area_um2: 5210
  hpwl_um: 5560
  portBuffers: 172
  place_inst: 616
  pre_cts_ws_ns: 1.11
power:
  p_total_mw: 2.14
  irDropWorstVdd_mv: 0.356
  power.density_nw_per_um2: 397
  p_leak_nw: 1.99
flow_run:
  cap_violations: 0
  tool_warnings: 26
outcome:
  status: "completed"
-- report_power, final --
group / internal, mW / leakage (nW) / switching (mW)
Sequential: 1.07 / 0.694 / 0.0185
Combinational: 0.216 / 1.20 / 0.114
Clock: 0.384 / 0.101 / 0.343
Total: 1.67 / 1.99 / 0.475
-- worst max path at each step --
stage | cells past startpoint | slack (ns) | start | to
after CTS | 1 | 1.44 | slave_data_ready | slave_data_ready
after global routing | 4 | 1.34 | psel | prdata[21]
final | 4 | 1.46 | psel | prdata[27]
-- critical path, cell delays in order --
cell and delay, ns:
buf_4 0.42, and3b_2 0.50, buf_4 0.31, mux2i_1 0.21
-- cell families after synthesis --
logic type	after synthesis
simple gates	121
compound gates	101
flops	85
buf+inv	41
mux	34
-- per-layer routing --
layer  part of all wire  wire length, µm  vias to the layer above  global-route usage
li1                   -                -                     1604                   -
met4              0.017              140                        0              0.0333
met2               0.45             3670                      105               0.361
met5                  0                0                        -                   0
met1               0.44             3580                     1391               0.309
met3               0.10              817                       12              0.0937
-- cell type report --
type	instances	area [µm²]
Tap cell	96	120
Clock inverter	4	47.5
Inverter	1	3.75
Sequential cell	85	1700
Clock buffer	11	151
Fill cell	464	1430
Multi-Input combinational cell	256	1620
Timing Repair Buffer	178	1760
-- cell usage in the layout, fill, tap and decap left out, drive strengths merged --
| master | count |
|---|---|
| mux2i | 34 |
| a21bo | 50 |
| buf | 9 |
| nor2b | 1 |
| nor3 | 1 |
| and3b | 1 |
| clkdlybuf4s50 | 169 |
| clkinvlp | 1 |
| clkinv | 3 |
| nor2 | 1 |
| a21oi | 51 |
| clkbuf | 11 |
| dfxtp | 85 |
| nand3 | 51 |
| bufinv | 1 |
| nand2 | 66 |
-- registers in the layout, summed over array words and instances (netlist names) --
| register | flops |
|---|---|
| prdata | 32 |
| slave_address | 10 |
| pslverr | 1 |
| slave_write_data | 32 |
| slave_strobe | 4 |
| slave_protection | 3 |
| slave_read_write | 1 |
| slave_data_ready | 1 |
| pready | 1 |
No activity file was given, so power comes from the tool's default toggle rates.
